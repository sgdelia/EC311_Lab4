===== flow/config.mk =====
export PLATFORM = sky130hd
export DESIGN_NAME = set_time_BCD
export DESIGN_NICKNAME = set_time_BCD
export VERILOG_FILES = /design/flow/design.v
export SDC_FILE = /design/flow/constraint.sdc
export NUM_CORES = 4
export LEC_CHECK = 1
export CORE_AREA = 10 10 85 85
export DIE_AREA = 0 0 95 95

===== flow/constraint.sdc =====
current_design set_time_BCD

set clk_period 5.6
set clk_io_pct 0.2

create_clock -name clk0 -period $clk_period

set non_clock_inputs [all_inputs -no_clocks]
set_input_delay [expr $clk_period * $clk_io_pct] -clock clk0 $non_clock_inputs
set_output_delay [expr $clk_period * $clk_io_pct] -clock clk0 [all_outputs]

===== flow/design.v =====
`timescale 1ns / 1ps
module BCD(
    input [7:0] binary,
    output reg [3:0]hundreds,  
    output reg [3:0]tens,
    output reg [3:0]ones
    );
   integer i;
   always @ (*)
   begin
    hundreds = 4'd0;
    tens = 4'd0;
    ones = 4'd0;
    for ( i = 7; i >=0; i = i-1) begin
        if (hundreds >= 5)
            hundreds = hundreds + 3;
        if (tens >=5)
            tens = tens + 3;
        if (ones >= 5)
            ones = ones + 3;
        hundreds = hundreds << 1;
        hundreds[0] = tens[3];
        tens = tens << 1;
        tens[0] = ones[3];
        ones = ones << 1;
        ones[0] = binary[i];    
    end  
   end  
endmodule
`timescale 1ns / 1ps
module set_time_BCD(
    input [7:0] hours,
    input [7:0] minutes,
    input [7:0] seconds,
    output [3:0]n_hoursTens,
                n_hoursOnes,
                n_minutesTens, 
                n_minutesOnes,
                n_secondsTens,
                n_secondsOnes
    );
    wire[3:0] h_hundreds,
             m_hundreds,
             s_hundres;
    BCD hoursOut(.binary(hours),.hundreds(h_hundreds), .tens(n_hoursTens), .ones(n_hoursOnes));
    BCD minutesOut(.binary(minutes), .hundreds(m_hundreds), .tens(n_minutesTens), .ones(n_minutesOnes));
    BCD secondsOut(.binary(seconds), .hundreds(s_hundreds), .tens(n_secondsTens), .ones(n_secondsOnes));
endmodule

===== flow/run.sh =====
#!/bin/bash
# OpenROAD 26Q1-2900-gdf79404cd8, Yosys 0.63+post, stock flow scripts
make -C /OpenROAD-flow-scripts/flow DESIGN_CONFIG=/design/flow/config.mk WORK_HOME=/design/flow/orfs finish

==> impl_summary.log <==
[metrics] run summary
[metrics] result of the run: did not finish
[metrics] stage reached: global routing
[metrics] Error Message: [ERROR DPL-0036] Detailed placement failed.
[metrics] netlist area before placement: 2630 um^2
[metrics] area share of the largest cell type after synthesis: between 10% and 20%
[metrics] total of warnings raised by yosys: 3
[metrics] area leader, netlist: sky130_fd_sc_hd__ha_1
[metrics] top cells by count: sky130_fd_sc_hd__inv_1, sky130_fd_sc_hd__nand2_1, sky130_fd_sc_hd__ha_1, sky130_fd_sc_hd__a21oi_1, sky130_fd_sc_hd__nor2_1
[metrics] total of buffers placed on input and output ports: 42
[metrics] placement-stage worst setup slack: -1.24 ns
[metrics] initial core utilization: between 40% and 50%
[metrics] number of cells in the design after placement: between 600 and 700
[metrics] count of unique library cells instantiated by Yosys: ~76
[metrics] cell total in the yosys stat output: approximately 380
[metrics] cts hold-fix bufs: 0
[metrics] sum of net half-perimeters after detailed placement: roughly 5900 um
[metrics] Seq share, synth: 0%
[metrics] synthesized area divided by synthesized cell count: between 6 and 7 um^2
[metrics] worst endpoint left by the global-route repair_timing run: n_minutesTens[2]
[metrics] Cell area leaders: sky130_fd_sc_hd__ha_1, sky130_fd_sc_hd__xnor2_1, sky130_fd_sc_hd__a21oi_1, sky130_fd_sc_hd__inv_1, sky130_fd_sc_hd__nand2_1
[metrics] pin count of the biggest net entering global routing: 19
[metrics] global placement routability congestion: between 0.8 and 0.9
[metrics] cell with the most instances after synthesis: sky130_fd_sc_hd__inv_1
[metrics] # rows: 27
[metrics] I/O pin count: about 48
[metrics] y dimension of the die: roughly 95 um
[metrics] overall die width: 95 um
[metrics] Yosys Chip Area: roughly 2600 um^2
[metrics] Post-Synthesis Cells: approximately 380
[metrics] category of the worst endpoint: primary output
[metrics by stage]
step / TNS [ns] / utilization (%) / cell area, um^2
after floorplan: -0.914 / - / 2900
after global placement: -18.17 / 78.2 / 4280
after detailed placement: -19.55 / 78.2 / 4280
after CTS: -2.10 / 92.9 / 5080
[timing repair]
action	CTS
gates cloned	0
gates resized	185
pin swaps	70
endpoints found under the setup margin	21
hold endpoints to repair	0
buffers inserted	49
[logic make-up after synthesis]
group | synth area share [%]
simple gates | 27.3
mux | 8.14
fa+ha+maj | 15.7
compound gates | 33.2
buf+inv | 7.95
xor+xnor | 7.66
