File: run.sh
#!/bin/bash
# OpenROAD 26Q1-2900-gdf79404cd8, Yosys 0.63+post, stock flow scripts
make -C /OpenROAD-flow-scripts/flow DESIGN_CONFIG=/design/flow/config.mk WORK_HOME=/design/flow/orfs finish
File: config.mk
export PLATFORM = sky130hd
export DESIGN_NAME = set_alarm
export DESIGN_NICKNAME = set_alarm
export VERILOG_FILES = /design/flow/design.v
export SDC_FILE = /design/flow/constraint.sdc
export NUM_CORES = 4
export LEC_CHECK = 1
export CORE_UTILIZATION = 40
File: constraint.sdc
current_design set_alarm

set clk_period 4.0
set clk_io_pct 0.2

create_clock -name clk0 -period $clk_period [get_ports {clk}]

set non_clock_inputs [all_inputs -no_clocks]
set_input_delay [expr $clk_period * $clk_io_pct] -clock clk0 $non_clock_inputs
set_output_delay [expr $clk_period * $clk_io_pct] -clock clk0 [all_outputs]
File: design.v
`timescale 1ns / 1ps
module clock_divider(
input wire clk,  
output reg divided_clk = 0  
    );
   localparam div_value = 9999999;  
   integer counter_value = 0;  
   always@ (posedge clk)
   begin
   if (counter_value == div_value)   
        begin
        counter_value <= 0;            
        divided_clk <= ~divided_clk;  
        end
   else
        begin
        counter_value <= counter_value+1;  
        divided_clk <= divided_clk;        
        end
   end 
endmodule
`timescale 1ns / 1ps
module set_alarm(
input reset,
input turn_on,
input [7:0]clock_hours,  
input [7:0]clock_minutes,
input [7:0]clock_seconds,
input clk,
input position_bttn,
input [1:0]current_mode,
input add_press,
input sub_press,
output reg alarm_going_off, hour_pos, minute_pos, second_pos,
output wire [7:0] display_hours,
             display_minutes,
             display_seconds
    );
reg [1:0] current_position;
wire slw_clk;
wire cout_pos,
     cout_sec,
     cout_min,
     cout_hour;
reg [7:0] current_hours,
          current_minutes,
          current_seconds;
wire [7:0]set_hours,
          set_minutes,
          set_seconds;
clock_divider clk_div (.clk(clk), .divided_clk(slow_clk));
always@(posedge slow_clk)
case(current_position)
     2'b00: begin  
            hour_pos <= 1;  
            minute_pos <=0;
            second_pos <=0;
            if (position_bttn == 1 && current_mode == 2'b10)  
                    current_position <= current_position + 2'b01;
             else
                current_position <= current_position;
            if (add_press == 1 && current_mode == 2'b10)  
            begin
                if (current_hours >= 8'b00011000)  
                    begin 
                    current_hours <= 8'b00000000;
                    end
                else                                
                    current_hours <= current_hours + 8'b00000001;
            end  
           if (sub_press == 1 && current_mode == 2'b10)  
            begin
                if (current_hours <= 8'b0000000)  
                    begin 
                    current_hours <= 8'b00000000;
                    end
                else                                
                    current_hours <= current_hours - 8'b00000001;
            end  
           end  
     2'b01: begin  
            hour_pos <= 0;  
            minute_pos <=1;
            second_pos <=0;
            if (position_bttn == 1 && current_mode == 2'b10)  
                    current_position <= current_position + 2'b01;
             else
                current_position <= current_position;
            if (add_press == 1 && current_mode == 2'b10)  
            begin
                if (current_minutes >= 8'b00111011)  
                    begin 
                    current_minutes <= 8'b00000000;
                    end
                else                                
                    current_minutes <= current_minutes +8'b00000001;
            end
            if (sub_press == 1 && current_mode == 2'b10)  
            begin
                if (current_minutes <= 8'b0000000)  
                    begin 
                    current_minutes <= 8'b00000000;
                    end
                else                                
                    current_minutes <= current_minutes - 8'b00000001;
            end  
           end  
     2'b10: begin  
            hour_pos <= 0;  
            minute_pos <=0;
            second_pos <=1;
            if (position_bttn == 1 && current_mode == 2'b10)  
                    current_position <= current_position + 2'b01;
             else
                current_position <= current_position;
            if ((add_press == 1) && (current_mode == 2'b10))  
            begin
                if (current_seconds >= 8'b00111011)  
                    begin 
                    current_seconds <= 8'b00000000;
                    end
                else                                
                    current_seconds <= current_seconds + 8'b00000001;
            end
            if (sub_press == 1 && current_mode == 2'b10)  
            begin
                if (current_seconds <= 8'b0000000)  
                    begin 
                    current_seconds <= 8'b00000000;
                    end
                else                                
                    current_seconds <= current_seconds - 8'b00000001;
            end  
           end  
     2'b11: begin  
             current_position = 2'b00;
             end  
 endcase
assign set_hours = current_hours;
assign set_minutes = current_minutes;
assign set_seconds = current_seconds;
assign display_hours = current_hours;
assign display_minutes = current_minutes;
assign display_seconds = current_seconds;
    always @ (*) begin
        if (turn_on == 1 && reset == 0) begin  
            if ((( clock_hours == set_hours) && (clock_minutes == set_minutes)) && (clock_seconds == set_seconds)) begin
                alarm_going_off = 1;
            end  
        end
        if(alarm_going_off == 1 && turn_on == 1)begin  
                alarm_going_off = 1;
         end
        if (reset == 1 || turn_on == 0) begin  
                alarm_going_off = 0;
        end
        else   
            begin
            alarm_going_off = alarm_going_off;
            end
    end  
endmodule
==> flow_metrics.env <==
# implementation run metrics
export IMPL_lay_top_cells="clkdlybuf4s50_1 (59), xnor2_1 (36), nor2_1 (34), dfxtp_1 (32), edfxtp_1 (30)"
export IMPL_drt_initial_drc_count=154
export IMPL_yosys_cells=381
export IMPL_cp_common_cell="or4_1"
export IMPL_clkTransAtPathRegs_ns=0.07
export IMPL_outcome="completed"
export IMPL_ant_nets=0
export IMPL_path_buffers=0
export IMPL_wl_mm=7.75
export IMPL_synth_cell_area_um2=3660
export IMPL_regToRegSetupSlack_ns=1.68
export IMPL_fp_util=0.416
export IMPL_drv_cap=0
export IMPL_cts_tree="built"
export IMPL_period_used=0.581
export IMPL_maxSlewViolCount=0
export IMPL_flop_area_um2=1560
export IMPL_avgSynthCellArea_um2=9.61
export IMPL_largest_area_cell="edfxtp_1"
export IMPL_cp_required_ns=3.92
export IMPL_power_uw=719
export IMPL_drc=0
export IMPL_firstDrtPassIters=27
export IMPL_clock_skew_ns=0.0111
export IMPL_std_cell_rows=34
export IMPL_cts_hold_buf=0
export IMPL_place_gp_congestion=0.854
export IMPL_die_h_um=97.7
export IMPL_worst_pin_slew_ns=0.747
export IMPL_routed_via_density=5.52
export IMPL_synth_flops=63
export IMPL_synth_async_reset_ratio=0
export IMPL_antenna_found_initial=0
export IMPL_dp_hpwl_mm=5.75
export IMPL_cts_buffer_depth=2
export IMPL_leakage_nw=1.66
export IMPL_crit_path_max_fanout=13
export IMPL_layout_cells_non_filler=544
export IMPL_layout_top_cell="clkdlybuf4s50_1"
export IMPL_cts_repair_resize_count=0
export IMPL_numCtsBuffers=5
export IMPL_rsz0062_at_grt="no"
export IMPL_crit_chain="or4_1 > or4_1 > nor4_4"
export IMPL_edf_count=30
export IMPL_cp_arrival_ns=2.24
export IMPL_r2r_start="clk_div.counter_value[29]"
export IMPL_unclocked_pins=30
export IMPL_critical_path_max_stage_delay_ns=0.66
export IMPL_fill_cells=796
export IMPL_htreeDepth=2
export IMPL_ir_worst_vdd_v=0.000217
export IMPL_grt_max_degree=30
export IMPL_crit_end="clk_div.divided_clk"
export IMPL_untimed_endpoints=87
export IMPL_crit_cells=3
export IMPL_start_kind="register"
export IMPL_die_x_um=97.7
export IMPL_coreArea_um2=8810
export IMPL_syn_to_final_growth_pct=21.6
export IMPL_synthCells=381
export IMPL_regToRegEndpoint="clk_div.divided_clk"
export IMPL_slowest_stage="nor4_4"
export IMPL_final_layout_size_suffix_gt1_frac=0.0413
export IMPL_hold_path_class="register to register"
export IMPL_io_buffers=59
export IMPL_postCtsSetupBuffers=0
export IMPL_slew_headroom=0.498
export IMPL_yosys_area_um2=3660
export IMPL_dieArea_um2=9540
export IMPL_grt_remaining_overflow=0
export IMPL_rr_worst_depth=3
export IMPL_critical_path_top_delay_family="simple AND/OR/NAND/NOR gates"
export IMPL_synth_distinct_cells=54
export IMPL_ys_warn_count=6
export IMPL_io_pins=60
export IMPL_tool_warnings=35
export IMPL_top_area_frac=0.246
export IMPL_grt_pass1_wl_mm=13.3
export IMPL_top_cells_by_area="edfxtp_1 (25%), dfxtp_1 (17%), xnor2_1 (8.6%)"
export IMPL_mi_logic_area_um2=1970
export IMPL_wl_per_cell_um=14.2
export IMPL_power_density_nw_per_um2=161
export IMPL_fmax_ghz=0.430
export IMPL_startpoint="clk_div.counter_value[29]"
export IMPL_setup_viol=0
export IMPL_diodes=0
export IMPL_clock_latency_ns=0.28
export IMPL_finalHoldViolations=0
export IMPL_grt_use_total=0.174
export IMPL_crit_path_end_kind="register"
export IMPL_cts_root_buf="clkbuf_8"
export IMPL_ff_type="dfxtp_1"
export IMPL_dp_cells=536
export IMPL_tns_ns=0
export IMPL_grt_pass1_vias=2776
export IMPL_num_vias=3001
export IMPL_period_needed_ns=2.32
export IMPL_hp_start="clk_div.counter_value[31]"
export IMPL_crit_type="register to register"
==> kinds of logic (layout without fill, tap and decap cells) <==
group,count (synthesis),in the layout,synth area share
fa+ha+maj,15,15,0.0512
xor+xnor,57,57,0.136
latches,1,1,0.00410
compound gates,59,59,0.114
mux,1,1,0.00273
simple gates,153,153,0.233
buf+inv,33,88,0.0379
flops,62,62,0.421
==> layout make-up <==
| cell class | instances | area share |
|---|---|---|
| repair buffers | 61 | 0.136 |
| flip-flops and latches | 63 | 0.350 |
| multi-input cells | 285 | 0.442 |
| clock inverters | 1 | 0.00675 |
| inverters | 19 | 0.0160 |
| well taps | 108 | 0.0304 |
| clock buffers | 7 | 0.0194 |
==> registers in the layout (all words and copies together), names as in the netlist <==
name                   cells
second_pos                 1
clk_div.counter_value     32
hour_pos                   1
current_position           2
current_hours              8
minute_pos                 1
current_minutes            8
current_seconds            8
clk_div.divided_clk        1
alarm_going_off            1
==> routing by layer <==
| layer | GRT usage | part of all wire | up-vias |
|---|---|---|---|
| li1 | - | - | 1507 |
| met1 | 0.276 | 0.48 | 1404 |
| met3 | 0.0293 | 0.075 | 4 |
| met4 | 0.0117 | 0.0058 | 0 |
| met2 | 0.274 | 0.44 | 86 |
| met5 | 0 | 0 | - |
==> power breakdown <==
group,internal [mW],total [mW],leakage [nW],switching (mW)
registers,0.333,0.333,0.545,0.000000000110
clock network,0.203,0.323,0.0585,0.120
logic,0.0413,0.0636,1.06,0.0222
==> cells in the mapped netlist (2+ instances only) <==
library cell   n
nor4_2         2
nand2_1       20
o31ai_1        3
a21oi_1       14
buf_6          2
o2111ai_1      2
or4_1          8
o32ai_1        2
nor2_1        34
nand3_1       24
and3_1         9
ha_1          15
a22oi_1        2
nor4_1         9
xor2_1        21
o221ai_1       2
clkbuf_1      12
dfxtp_1       32
inv_1         19
o22a_1         2
nor3_1        10
nand3b_1       4
a2bb2oi_1      2
nand4_1       11
edfxtp_1      30
and2_1         3
nor4b_1        2
or3_1          7
nor2b_1        3
a31oi_1        5
xnor2_1       36
a31o_2         3
o22ai_1        2
a221oi_1       4
o21ai_0        6
==> through the flow <==
step	util	hold slack, ns	setup WS (ns)	instance area [µm²]
after global routing	0.506	0.479	1.57	4450
after CTS	0.506	0.465	1.67	4450
after global placement	0.492	0.435	1.68	4340
after detailed placement	0.492	0.449	1.68	4340
after floorplan	-	0.426	1.99	3660
final	0.506	0.460	1.68	4450
==> worst min-delay path by stage <==
stage / end / slack (ns) / cells past startpoint
4_1_cts: clk_div.counter_value[0] / 0.47 / 1
5_1_grt: clk_div.counter_value[31] / 0.48 / 1
6_report: clk_div.counter_value[31] / 0.46 / 1
No activity file was given, so power comes from the tool's default toggle rates.
