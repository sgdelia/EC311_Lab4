$ cat ./design.v
`timescale 1ns / 1ps
module BCD(
    input [7:0] binary,
    output reg [3:0]hundreds,  
    output reg [3:0]tens,
    output reg [3:0]ones
    );
   integer i;
   always @ (*)
   begin
    hundreds = 4'd0;
    tens = 4'd0;
    ones = 4'd0;
    for ( i = 7; i >=0; i = i-1) begin
        if (hundreds >= 5)
            hundreds = hundreds + 3;
        if (tens >=5)
            tens = tens + 3;
        if (ones >= 5)
            ones = ones + 3;
        hundreds = hundreds << 1;
        hundreds[0] = tens[3];
        tens = tens << 1;
        tens[0] = ones[3];
        ones = ones << 1;
        ones[0] = binary[i];    
    end  
   end  
endmodule
`timescale 1ns / 1ps
module display_outline(
input CLK100MHZ,
input [7:0]hours,  
input [7:0]minutes,  
input [7:0]seconds,  
output reg [7:0]anode,  
output reg [6:0]LED_out  
    );
reg [19:0] refresh_counter;  
wire [2:0] anode_activator;  
reg [7:0] unused1, unused2 = 4'b0000;
wire [3:0]h_ones;  
wire [3:0]h_tens;  
wire [3:0]h_hundreds;  
BCD h_BCD (.binary(hours), .hundreds(h_hundreds), .tens(h_tens), .ones(h_ones));
wire [3:0]m_ones;  
wire [3:0]m_tens;  
wire [3:0]m_hundreds;  
BCD m_BCD (.binary(minutes), .hundreds(m_hundreds), .tens(m_tens), .ones(m_ones));
wire [3:0]s_ones;  
wire [3:0]s_tens;  
wire [3:0]s_hundreds;  
BCD s_BCD (.binary(seconds), .hundreds(s_hundreds), .tens(s_tens), .ones(s_ones));
initial begin
refresh_counter = 0;  
end
always @(posedge CLK100MHZ)
begin
    refresh_counter <= refresh_counter +1;  
end
assign anode_activator = refresh_counter[19:17];  
always @ (*)begin
        case(anode_activator)  
          3'b000 : begin 
                anode = 8'b01111111;  
                case(unused1)
                    4'b0000 : LED_out = 7'b0000001;
                    4'b0001 : LED_out = 7'b1001111;
                    4'b0010 : LED_out <= 7'b0010010;
                    4'b0011 : LED_out <= 7'b0000110;
                    4'b0100 : LED_out <= 7'b1001100;          
                    4'b0101 : LED_out <= 7'b0100100;
                    4'b0110 : LED_out <= 7'b0100000;
                    4'b0111 : LED_out <= 7'b0001111;
                    4'b1000 : LED_out <= 7'b0000000;
                    4'b1001 : LED_out <= 7'b0000100;
                    4'b1010 : LED_out <= 7'b0001000;
                    4'b1011 : LED_out <= 7'b1100000;
                    4'b1100 : LED_out <= 7'b0110001;
                    4'b1101 : LED_out <= 7'b1000010;
                    4'b1110 : LED_out <= 7'b0110000;
                    4'b1111 : LED_out <= 7'b0111000; 
                    default : LED_out <= 7'b0000001;
                endcase     
                end
           3'b001 : begin  
                anode = 8'b10111111;
                case(unused2)
                    4'b0000 : LED_out = 7'b0000001;
                    4'b0001 : LED_out = 7'b1001111;
                    4'b0010 : LED_out <= 7'b0010010;
                    4'b0011 : LED_out <= 7'b0000110;
                    4'b0100 : LED_out <= 7'b1001100;          
                    4'b0101 : LED_out <= 7'b0100100;
                    4'b0110 : LED_out <= 7'b0100000;
                    4'b0111 : LED_out <= 7'b0001111;
                    4'b1000 : LED_out <= 7'b0000000;
                    4'b1001 : LED_out <= 7'b0000100;
                    4'b1010 : LED_out <= 7'b0001000;
                    4'b1011 : LED_out <= 7'b1100000;
                    4'b1100 : LED_out <= 7'b0110001;
                    4'b1101 : LED_out <= 7'b1000010;
                    4'b1110 : LED_out <= 7'b0110000;
                    4'b1111 : LED_out <= 7'b0111000; 
                    default : LED_out <= 7'b0000001;
             endcase  
           end
           3'b010 : begin  
                anode = 8'b11011111;
                case(h_tens)
                    4'b0000 : LED_out = 7'b0000001;
                    4'b0001 : LED_out = 7'b1001111;
                    4'b0010 : LED_out <= 7'b0010010;
                    4'b0011 : LED_out <= 7'b0000110;
                    4'b0100 : LED_out <= 7'b1001100;          
                    4'b0101 : LED_out <= 7'b0100100;
                    4'b0110 : LED_out <= 7'b0100000;
                    4'b0111 : LED_out <= 7'b0001111;
                    4'b1000 : LED_out <= 7'b0000000;
                    4'b1001 : LED_out <= 7'b0000100;
                    4'b1010 : LED_out <= 7'b0001000;
                    4'b1011 : LED_out <= 7'b1100000;
                    4'b1100 : LED_out <= 7'b0110001;
                    4'b1101 : LED_out <= 7'b1000010;
                    4'b1110 : LED_out <= 7'b0110000;
                    4'b1111 : LED_out <= 7'b0111000; 
                    default : LED_out <= 7'b0000001;
             endcase   
           end
           3'b011 : begin  
                anode = 8'b11101111;
                case(h_ones)
                    4'b0000 : LED_out = 7'b0000001;
                    4'b0001 : LED_out = 7'b1001111;
                    4'b0010 : LED_out <= 7'b0010010;
                    4'b0011 : LED_out <= 7'b0000110;
                    4'b0100 : LED_out <= 7'b1001100;          
                    4'b0101 : LED_out <= 7'b0100100;
                    4'b0110 : LED_out <= 7'b0100000;
                    4'b0111 : LED_out <= 7'b0001111;
                    4'b1000 : LED_out <= 7'b0000000;
                    4'b1001 : LED_out <= 7'b0000100;
                    4'b1010 : LED_out <= 7'b0001000;
                    4'b1011 : LED_out <= 7'b1100000;
                    4'b1100 : LED_out <= 7'b0110001;
                    4'b1101 : LED_out <= 7'b1000010;
                    4'b1110 : LED_out <= 7'b0110000;
                    4'b1111 : LED_out <= 7'b0111000;
                    default : LED_out <= 7'b0000001; 
             endcase    
           end
           3'b100 : begin  
                anode = 8'b11110111;
                case(m_tens)
                    4'b0000 : LED_out = 7'b0000001;
                    4'b0001 : LED_out = 7'b1001111;
                    4'b0010 : LED_out <= 7'b0010010;
                    4'b0011 : LED_out <= 7'b0000110;
                    4'b0100 : LED_out <= 7'b1001100;          
                    4'b0101 : LED_out <= 7'b0100100;
                    4'b0110 : LED_out <= 7'b0100000;
                    4'b0111 : LED_out <= 7'b0001111;
                    4'b1000 : LED_out <= 7'b0000000;
                    4'b1001 : LED_out <= 7'b0000100;
                    4'b1010 : LED_out <= 7'b0001000;
                    4'b1011 : LED_out <= 7'b1100000;
                    4'b1100 : LED_out <= 7'b0110001;
                    4'b1101 : LED_out <= 7'b1000010;
                    4'b1110 : LED_out <= 7'b0110000;
                    4'b1111 : LED_out <= 7'b0111000;
                    default : LED_out <= 7'b0000001; 
             endcase
             end
             3'b101 : begin  
                anode = 8'b11111011;
                case(m_ones)
                    4'b0000 : LED_out = 7'b0000001;
                    4'b0001 : LED_out = 7'b1001111;
                    4'b0010 : LED_out <= 7'b0010010;
                    4'b0011 : LED_out <= 7'b0000110;
                    4'b0100 : LED_out <= 7'b1001100;          
                    4'b0101 : LED_out <= 7'b0100100;
                    4'b0110 : LED_out <= 7'b0100000;
                    4'b0111 : LED_out <= 7'b0001111;
                    4'b1000 : LED_out <= 7'b0000000;
                    4'b1001 : LED_out <= 7'b0000100;
                    4'b1010 : LED_out <= 7'b0001000;
                    4'b1011 : LED_out <= 7'b1100000;
                    4'b1100 : LED_out <= 7'b0110001;
                    4'b1101 : LED_out <= 7'b1000010;
                    4'b1110 : LED_out <= 7'b0110000;
                    4'b1111 : LED_out <= 7'b0111000;
                    default : LED_out <= 7'b0000001; 
             endcase
             end
             3'b110 : begin  
                anode = 8'b11111101;
                case(s_tens)
                    4'b0000 : LED_out = 7'b0000001;
                    4'b0001 : LED_out = 7'b1001111;
                    4'b0010 : LED_out <= 7'b0010010;
                    4'b0011 : LED_out <= 7'b0000110;
                    4'b0100 : LED_out <= 7'b1001100;          
                    4'b0101 : LED_out <= 7'b0100100;
                    4'b0110 : LED_out <= 7'b0100000;
                    4'b0111 : LED_out <= 7'b0001111;
                    4'b1000 : LED_out <= 7'b0000000;
                    4'b1001 : LED_out <= 7'b0000100;
                    4'b1010 : LED_out <= 7'b0001000;
                    4'b1011 : LED_out <= 7'b1100000;
                    4'b1100 : LED_out <= 7'b0110001;
                    4'b1101 : LED_out <= 7'b1000010;
                    4'b1110 : LED_out <= 7'b0110000;
                    4'b1111 : LED_out <= 7'b0111000;
                    default : LED_out <= 7'b0000001; 
             endcase
             end
             3'b111 : begin  
                anode = 8'b11111110;
                case(m_ones)
                    4'b0000 : LED_out = 7'b0000001;
                    4'b0001 : LED_out = 7'b1001111;
                    4'b0010 : LED_out <= 7'b0010010;
                    4'b0011 : LED_out <= 7'b0000110;
                    4'b0100 : LED_out <= 7'b1001100;          
                    4'b0101 : LED_out <= 7'b0100100;
                    4'b0110 : LED_out <= 7'b0100000;
                    4'b0111 : LED_out <= 7'b0001111;
                    4'b1000 : LED_out <= 7'b0000000;
                    4'b1001 : LED_out <= 7'b0000100;
                    4'b1010 : LED_out <= 7'b0001000;
                    4'b1011 : LED_out <= 7'b1100000;
                    4'b1100 : LED_out <= 7'b0110001;
                    4'b1101 : LED_out <= 7'b1000010;
                    4'b1110 : LED_out <= 7'b0110000;
                    4'b1111 : LED_out <= 7'b0111000;
                    default : LED_out <= 7'b0000001; 
             endcase
             end
        endcase
    end  
endmodule
$ cat ./run.sh
#!/bin/bash
# OpenROAD 26Q1-2900-gdf79404cd8, Yosys 0.63+post, stock flow scripts
make -C /OpenROAD-flow-scripts/flow DESIGN_CONFIG=/design/flow/config.mk WORK_HOME=/design/flow/orfs finish
$ cat ./config.mk
export PLATFORM = sky130hd
export DESIGN_NAME = display_outline
export DESIGN_NICKNAME = display_outline
export VERILOG_FILES = /design/flow/design.v
export SDC_FILE = /design/flow/constraint.sdc
export NUM_CORES = 4
export LEC_CHECK = 1
export CORE_UTILIZATION = 50
$ cat ./constraint.sdc
current_design display_outline

set clk_period 8.5
set clk_io_pct 0.2

create_clock -name clk0 -period $clk_period [get_ports {CLK100MHZ}]

set non_clock_inputs [all_inputs -no_clocks]
set_input_delay [expr $clk_period * $clk_io_pct] -clock clk0 $non_clock_inputs
set_output_delay [expr $clk_period * $clk_io_pct] -clock clk0 [all_outputs]
==> deck_impl_summary.md <==
Implementation Results

STA
  – Period minus WS final: 9.303 ns
  – Crit share post-route: 109.4%
  – Clk_skew: 0.004463 ns
  – Final setup fails: 7
  – Final Hold Fails: 0
  – RSZ-0062 raised after global routing: true
  – Slew margin rel.: 45.16%
  – Worst hold margin: 0.4170 ns
  – Max-slew violation count: 0
  – Setup ws final: -0.8026 ns
  – Fmax achieved: 107.5 MHz
  – Tightest Pin Transition: 0.8208 ns

Worst hold path
  – Class of the worst hold path: reg2reg
  – End of the worst hold path: refresh_counter[0]$_DFF_P_
  – Hold Startpoint: refresh_counter[0]$_DFF_P_
  – WHS Path Cells: 1

Final layout
  – Largest register FFs: 20
  – Largest Register: refresh_counter
  – Regs by FF count: refresh_counter: 20 flops
  – Area growth syn-to-layout: 66.15%
  – Share of layout cells above drive strength 1: 44.05%

Logic synthesis
  – Synth Seq Share: 7.560%
  – Distinct lib cells: 87
  – Mean post-synth cell area: 7.043 um^2
  – Yosys Instances: 752
  – Dominant flop cell: dfxtp_1
  – Post-synthesis cell area: 5296 um^2
  – Flip-flops with a built-in enable: 0
  – Synthesized flop and latch total: 20
  – Yosys Chip Area: 5296 um^2
  – Post-synthesis cell count: 752
  – FFs w/ async S/R, synth: 0%
  – Yosys warns: 10

Critical path
  – Critical path peak fanout: 4
  – CP Data Required Time: 6.80 ns
  – Worst path slowest cell: or4_4
  – Crit path max-delay family: simple AND/OR/NAND/NOR gates
  – WP buf/inv: 6
  – Crit-path max cell delay: 0.49 ns
  – Crit path kind: in2out
  – R2r setup slk: 6.87 ns
  – Reg2reg start: refresh_counter[2]$_DFF_P_
  – Worst R2R Path Depth: 6
  – Terminus of the critical flop-to-flop path: refresh_counter[19]$_DFF_P_
  – Worst setup SP type: input port
  – WP data arrival: 7.60 ns
  – Crit. End Element: output pin

Clock tree
  – CTS Buf Count: 3
  – Root buf cell: clkbuf_8
  – # hold bufs at CTS: 0
  – Late-Pin Clk Latency: 0.25 ns
  – CTS tree: yes
  – Reg clk slew, reported paths: 0.07 ns
  – H-tree depth: 1
  – Clock sinks: 20
  – Max Root-Sink Buffers: 2

Job
  – Max cap viols: 0
  – Log Warnings: 54

Die
  – Die area: 11010 um^2
  – Die width: 104.9 um
  – Ports: 40
  – Die H: 104.9 um
  – FP Rows: 37
  – Init Core Util: 51.53%
  – Placeable Area: 10280 um^2

GRT
  – First-pass GRT wire length: 28810 um
  – Initial antenna violation count: 0
  – Pin count of the biggest net entering global routing: 17
  – Gr usage total: 31.02%
  – Vias in the first global route: 6184
  – GRT overflow: 0

Placed design
  – Gpl congestion: 0.9803
  – Number of port buffers: 38
  – Final HPWL DP: 11780 um
  – Pre-CTS setup slack: -1.612 ns

Routing
  – Drt via density: 5.926
  – Antenna diode count: 0
  – Final ANT Viol Nets: 0
  – Number of vias in the routed layout: 7034
  – Iter 0 DRT Violations: 646
  – Post-Route WL: 18500 um
  – Met3 WL: 1112 um
  – Top sig layer: met4
  – Met1 WL: 9006 um
  – First drt pass iteration count: 5
  – Met2 Wirelength: 8274 um
  – DRC viols: 0
  – Per-cell routed wire length: 15.59 um

Power
  – Pwr per Cell Area: 242.4 nW/um^2
  – Pleak: 3.900 nW
  – Peak VDD IR: 277.4 uV
  – Tot Pwr: 2.133 mW

Status
  – Status: complete, but fails checks
  – Failing checks: setup timing
==> layout make-up <==
class	count	area [um^2]
clock buffer	3	41.29
clock inverter	1	30.03
fill	530	1478
inverter	53	214.0
multi-input combinational	650	5394
sequential	20	400.4
tap	136	170.2
timing repair buffer	324	2550
==> per-stage QoR <==
step                instances  setup TNS (ns)  util, %  cell area, um^2
floorplan                 752          -2.575        -             5587
global placement         1125          -9.761    74.86             7694
detailed placement       1125          -10.34    74.86             7694
CTS                      1169          -3.193    82.52             8481
global route             1187          -5.778    85.62             8800
finish                   1187          -4.213    85.62             8800
==> cell usage after synthesis (5+ instances only) <==
library cell / number / area (um^2)
xnor2_1: 26 / 227.7
nor2b_1: 13 / 81.33
or3_1: 8 / 50.05
o21ai_0: 31 / 155.2
nand4_1: 19 / 118.9
mux2_2: 6 / 67.56
nand3_1: 43 / 215.2
mux2i_1: 27 / 270.3
a31oi_1: 10 / 62.56
a211o_1: 6 / 52.55
clkbuf_1: 24 / 90.09
nand2b_1: 11 / 68.82
nor4_1: 6 / 37.54
or2_2: 6 / 37.54
a211oi_1: 11 / 82.58
nor3b_1: 5 / 37.54
o22ai_1: 11 / 68.82
o32ai_1: 5 / 43.79
nor3_1: 17 / 85.08
o211ai_1: 12 / 90.09
nor2_1: 57 / 214.0
nand2_1: 61 / 229.0
dfxtp_1: 20 / 400.4
a21oi_1: 48 / 240.2
and3_1: 10 / 62.56
a21o_1: 13 / 97.59
xor2_1: 7 / 61.31
ha_1: 50 / 625.6
o21bai_1: 5 / 37.54
inv_1: 52 / 195.2
and2_1: 15 / 93.84
==> what timing repair did <==
item	in CTS	in global routing
endpoints found under the setup margin	7	7
gates resized	135	36
pin swaps	77	50
buffers inserted	42	20
==> power by group <==
group | internal [mW] | switching, mW
combinational | 1.04 | 0.911
clock | 0.0628 | 0.0287
sequential | 0.0937 | 0
total | 1.19 | 0.940
==> worst max-delay path by stage <==
stage | startpoint | endpoint | slack [ns] | cells past startpoint
4_1_cts | seconds[5] | LED_out[6] | -0.66 | 29
5_1_grt | hours[5] | LED_out[6] | -1.04 | 34
6_report | hours[5] | LED_out[6] | -0.80 | 34
==> metal layers <==
metal	up-vias	global-route usage [%]
li1	3440	-
met3	20	3.177
met2	256	48.68
met5	-	0
met4	0	2.616
met1	3318	47.89
==> placed cells by master, fill, tap and decap left out, types with 6 or more instances in the layout <==
cell and n:
buf_4 273, nand2_1 59, nor2_1 54, inv_1 43, a21oi_1 42, nand3_1 42
o21ai_0 25, clkdlybuf4s50_1 25, mux2i_1 23, ha_1 20, dfxtp_1 20, nand4_1 19
xnor2_1 19, buf_6 18, nor3_1 15, ha_2 15, ha_4 15, a21o_1 13
o211ai_1 12, and2_1 11, a31oi_1 10, o22ai_1 10, xnor2_2 8, nor2b_1 8
or3_1 7, nand2b_1 7, and3_1 7, a21oi_2 6, or2_2 6, a211o_1 6
a211oi_2 6, xor2_1 6, buf_2 6
==> cells by family after synthesis <==
kind of cell    after synthesis  synth area share, %
flops                        20                7.560
mux                          36                7.205
xor+xnor                     36                6.379
buf+inv                      82                6.166
fa+ha+maj                    50                11.81
simple gates                297                29.41
compound gates              231                31.47
Power is estimated from default activity; no workload was simulated.
